`design.v`:
```
`timescale 1ns/1ps
module RGB_selector (
    input  logic        DE,                  
    input  logic        ui_en,               
    input  logic [9:0]  x_pixel,             
    input  logic [9:0]  y_pixel,             
    input  logic [11:0] ui_generator_out,    
    input  logic [11:0] dice_out,            
    input  logic [11:0] img_filter_out,      
    input  logic [11:0] CAM2_RGB_out,
    output logic [11:0] RGB_out
);
    always_comb begin
        if (!DE) begin
            RGB_out = 12'h000;            
        end else if (ui_en) begin
            RGB_out = ui_generator_out;   
        end else if ((x_pixel < 320) && (y_pixel < 480)) begin
            RGB_out = dice_out;           
        end else begin
            RGB_out = img_filter_out;     
        end
    end
endmodule
```
`run.sh`:
```
#!/bin/bash
# OpenROAD 26Q1-2900-gdf79404cd8, Yosys 0.63+post, stock flow scripts
make -C /OpenROAD-flow-scripts/flow DESIGN_CONFIG=/design/flow/config.mk WORK_HOME=/design/flow/orfs finish
```
`config.mk`:
```
export PLATFORM = sky130hd
export DESIGN_NAME = RGB_selector
export DESIGN_NICKNAME = RGB_selector
export VERILOG_FILES = /design/flow/design.v
export SDC_FILE = /design/flow/constraint.sdc
export NUM_CORES = 4
export LEC_CHECK = 1
export CORE_AREA = 10 10 70 70
export DIE_AREA = 0 0 80 80
```
`constraint.sdc`:
```
current_design RGB_selector

set clk_period 2.5
set clk_io_pct 0.2

create_clock -name clk0 -period $clk_period

set non_clock_inputs [all_inputs -no_clocks]
set_input_delay [expr $clk_period * $clk_io_pct] -clock clk0 $non_clock_inputs
set_output_delay [expr $clk_period * $clk_io_pct] -clock clk0 [all_outputs]
```
==> qor.log <==
[routing] final wirelength 3030 um
[clocking] quantity of hold-fixing buffers added after cts 0
[grt] global-route congestion overflow total 0
[placement] number of port buffers 59
[setup_path] critical path, cell by cell dlygate4sd2_1, o21ai_4, clkbuf_16, nand4_1, a31oi_1, clkdlybuf4s50_1
[die] number of top-level pins 82
[routing] First DRT Iteration DRCs 31
[setup_path] maximum fanout along the worst path 6
[final_layout] Register Area 0 um2
[die] Die Y 80 um
[setup_path] launching instance or port of the critical path x_pixel[7]
[final_layout] synthesis-to-layout area growth 161%
[run] max-capacitance violation count 0
[die] Horiz. Die Dim 80 um
[final_layout] logic area 392 um2
[outcome] run status finished clean
[grt] pin count of the biggest net entering global routing 25
[setup_path] crit end category output pin
[grt] met1 GRT Util 12.7%
[final_layout] final core utilization 34.5%
[placement] worst setup timing slack at the placement stage -211 ps
[yosys] post-synthesis cell count from yosys 64
[yosys] number of instances in the synthesized netlist 64
[worst_hold_path] path class of the lowest-slack min-delay path in -> out
[setup_path] kind of cell adding the most delay to the critical path buffers and inverters
[setup_path] longest individual stage delay on the worst path 500 ps
[yosys] average size of a mapped cell 7.06 um2
[grt] GR Util met3 2.05%
[final_timing] min cycle time layout 2430 ps
[setup_path] Setup crit start kind input pin
[routing] antenna viol nets, final 0
[final_timing] Setup-failing EPs final 0
[grt] most used routing layer met2
[setup_path] timing endpoint of the critical path RGB_out[7]
[final_layout] count of fill cells added during filler insertion 361
[yosys] chip area estimate from yosys synthesis 452 um2
[routing] ANT cells 0
[grt] first-pass GRT wire length 4570 um
[final_timing] RSZ-0062 raised after global routing false
[yosys] number of unique standard cell types used by synthesis 15
[setup_path] crit path buf inv count 3
[grt] antenna violations before repair 0
[final_timing] final worst setup slack 67.7 ps
[final_layout] share of layout cells above drive strength 1 14.3%
[die] full die area 0.00640 mm2
[power_and_ir_drop] Peak supply drop 0.0800 mV
[grt] Global Route Usage Sum 8.89%
[power_and_ir_drop] Lkg Pwr 0.000445 uW
[final_timing] final period utilization 97.3%
[final_timing] Fmax achieved 0.411 GHz
[routing] vias post-DR 792
[power_and_ir_drop] power per cell area 157 mW/mm2
[final_layout] most common library cell in the layout ignoring fill and taps clkdlybuf4s50_1
[final_layout] Seq Cell Count 0
[setup_path] crit path DRT 2000 ps
[final_layout] most frequent cells in the layout clkdlybuf4s50_1, nand4_1, o21ai_0, a31oi_1, o31ai_1
[run] total tool warning count 55
[routing] first-pass detailed-route iteration total 4
[setup_path] critical path class in -> out
[die] Core Area 0.00342 mm2
[yosys] Netlist Area Pre-Place 452 um2
[routing] final routed DRC violation total 0
[grt] number of global-route vias before repair 813
[yosys] YS warnings 1
[routing] number of vias per cell after detailed routing 4.60
[final_timing] slew at the pin with the worst max-slew slack 200 ps
[final_layout] number of clock buffers in the layout 0
[setup_path] endpoint arrival time on the critical path 1930 ps
[placement] RePlAce Congestion 0.780
[die] placement row count 21
[setup_path] critical-path cell with the highest stage delay clkdlybuf4s50_1
[final_timing] final hold viol count 0
[yosys] Seq share, synth 0%
[final_timing] count of pins over their slew limit 0
[final_timing] Slew headroom 86.6%
[setup_path] cell count along the critical path 6
[routing] per-cell routed wire length 17.6 um
[die] core utilization before placement 13.2%
[grt] met2 track demand over resource in global routing 14.0%
[logic make-up after synthesis]
group / Yosys count / synth area share, %
buffers and inverters: 10 / 23.5
and+or+nand+nor: 16 / 23.0
AOI/OAI and AO/OA: 38 / 53.5
[cell usage after synthesis, drive strengths merged]
library cell	count	share of area (%)
o21ai	13	15
clkbuf	5	13
dlygate4sd1	1	1.9
inv	1	0.83
o21a	1	1.7
o31ai	12	20
and4	1	2.2
buf	2	5.0
dlymetal6s2s	1	2.8
a31oi	12	17
nor2	1	0.83
or2	1	1.9
nand4	13	18
[per-stage QoR]
step | area, um2 | hold WS (ps) | power, uW | setup TNS, ps | cells
floorplan | 452 | 1070 | 52.7 | 0 | 64
global placement | 1090 | 1940 | 170 | -1950 | 167
detailed placement | 1090 | 1940 | 171 | -2220 | 167
CTS | 1160 | 1950 | 188 | 0 | 171
global route | 1180 | 1710 | 199 | 0 | 172
finish | 1180 | 1660 | 184 | 0 | 172
[worst min-delay path by stage]
stage | start | end | slack (ps) | depth (start not counted)
after CTS | img_filter_out[8] | RGB_out[8] | 1950 | 4
after global routing | img_filter_out[10] | RGB_out[10] | 1710 | 4
final | img_filter_out[10] | RGB_out[10] | 1660 | 4
[timing repair]
item | 4_1_cts | 5_1_grt
resized | 22 | 4
setup endpoints to repair | 12 | 9
setup buffers | 0 | 1
gates cloned | 4 | 0
pin swaps | 6 | 8
[worst min-delay path, delay by kind of cell]
kind            cells  cell delay, ps
buf+inv             2             520
compound gates      2             130
[layer usage]
metal,wire [um],vias to the layer above
li1,-,403
met1,1370,355
met2,1350,34
met3,304,0
met4,0,0
met5,0,-
[area by class of cell]
type               count  area share [%]
repair buffers        69            61.5
well taps             46            4.89
multi-input cells     56            33.3
inverters              1           0.319
[power by group]
group | switching, uW | leakage (uW) | internal [uW]
Clock | 0 | 0 | 0
Combinational | 62.3 | 0.000445 | 122
Sequential | 0 | 0 | 0
Total | 62.3 | 0.000445 | 122
Power is estimated from default activity; no workload was simulated.
