<file path="flow/design.v">
`timescale 1ns / 1ps
module ASCII_Filter #(
    parameter CHAR_SIZE  = 8,          
    parameter IMG_WIDTH  = 160,
    parameter IMG_HEIGHT = 120
) (
    input  logic       clk,
    input  logic       reset,
    input  logic [9:0] x_local,
    input  logic [9:0] y_local,
    input  logic       filter_en,
    input  logic [15:0] rgb565_in,   
    output logic [15:0] rgb565_out
);
    logic [5:0] char_x;    
    logic [5:0] char_y;    
    logic [2:0] cell_x;    
    logic [2:0] cell_y;    
    assign char_x = x_local[9:3];   
    assign char_y = y_local[9:3];   
    assign cell_x = x_local[2:0];   
    assign cell_y = y_local[2:0];   
    logic [4:0] r5, b5;
    logic [5:0] g6;
    logic [7:0] r8, g8, b8;
    logic [9:0] brightness_sum;
    logic [7:0] brightness;
    assign r5 = rgb565_in[15:11];   
    assign g6 = rgb565_in[10:5];    
    assign b5 = rgb565_in[4:0];     
    assign r8 = {r5, 3'b000};       
    assign g8 = {g6, 2'b00};        
    assign b8 = {b5, 3'b000};       
    assign brightness_sum = {2'b00, r8} + 
                           {1'b0, g8, 1'b0} +   
                           {2'b00, b8};
    assign brightness = brightness_sum[9:2];    
    localparam CHARS_X = IMG_WIDTH / CHAR_SIZE;    
    localparam CHARS_Y = IMG_HEIGHT / CHAR_SIZE;   
    localparam ADDR_W  = $clog2(CHARS_X * CHARS_Y);
    logic [ADDR_W-1:0] mem_addr;
    assign mem_addr = (char_y * CHARS_X) + char_x;
    logic is_sample_point;
    assign is_sample_point = (cell_x == 3'd0) && (cell_y == 3'd0);
    logic [7:0] brightness_mem [0:(CHARS_X * CHARS_Y)-1];
    always_ff @(posedge clk) begin
        if (filter_en && is_sample_point) begin
            brightness_mem[mem_addr] <= brightness;
        end
    end
    logic [7:0] block_brightness;
    assign block_brightness = is_sample_point ? brightness : brightness_mem[mem_addr];
    logic [2:0] char_index;
    always_comb begin
        case (block_brightness[7:5])   
            3'b000:  char_index = 3'd0;   
            3'b001:  char_index = 3'd1;   
            3'b010:  char_index = 3'd2;   
            3'b011:  char_index = 3'd3;   
            3'b100:  char_index = 3'd4;   
            3'b101:  char_index = 3'd5;   
            3'b110:  char_index = 3'd6;   
            3'b111:  char_index = 3'd7;   
            default: char_index = 3'd0;
        endcase
    end
    logic [7:0] char_row;
    always_comb begin
        case (char_index)
            3'd0: begin
                case (cell_y)
                    default: char_row = 8'b00000000;
                endcase
            end
            3'd1: begin
                case (cell_y)
                    3'd5:    char_row = 8'b00011000;
                    3'd6:    char_row = 8'b00011000;
                    default: char_row = 8'b00000000;
                endcase
            end
            3'd2: begin
                case (cell_y)
                    3'd1:    char_row = 8'b00011000;
                    3'd2:    char_row = 8'b00011000;
                    3'd5:    char_row = 8'b00011000;
                    3'd6:    char_row = 8'b00011000;
                    default: char_row = 8'b00000000;
                endcase
            end
            3'd3: begin
                case (cell_y)
                    3'd1:    char_row = 8'b00011000;
                    3'd2:    char_row = 8'b00011000;
                    3'd3:    char_row = 8'b01111110;
                    3'd4:    char_row = 8'b01111110;
                    3'd5:    char_row = 8'b00011000;
                    3'd6:    char_row = 8'b00011000;
                    default: char_row = 8'b00000000;
                endcase
            end
            3'd4: begin
                case (cell_y)
                    3'd1:    char_row = 8'b01000010;
                    3'd2:    char_row = 8'b00100100;
                    3'd3:    char_row = 8'b00011000;
                    3'd4:    char_row = 8'b01111110;
                    3'd5:    char_row = 8'b00011000;
                    3'd6:    char_row = 8'b00100100;
                    3'd7:    char_row = 8'b01000010;
                    default: char_row = 8'b00000000;
                endcase
            end
            3'd5: begin
                case (cell_y)
                    3'd0:    char_row = 8'b00100100;
                    3'd1:    char_row = 8'b00100100;
                    3'd2:    char_row = 8'b01111110;
                    3'd3:    char_row = 8'b00100100;
                    3'd4:    char_row = 8'b00100100;
                    3'd5:    char_row = 8'b01111110;
                    3'd6:    char_row = 8'b00100100;
                    3'd7:    char_row = 8'b00100100;
                    default: char_row = 8'b00000000;
                endcase
            end
            3'd6: begin
                case (cell_y)
                    3'd0:    char_row = 8'b01000010;
                    3'd1:    char_row = 8'b01100110;
                    3'd2:    char_row = 8'b01011010;
                    3'd3:    char_row = 8'b01000010;
                    3'd4:    char_row = 8'b01000010;
                    3'd5:    char_row = 8'b01000010;
                    3'd6:    char_row = 8'b01000010;
                    default: char_row = 8'b00000000;
                endcase
            end
            3'd7: begin
                case (cell_y)
                    3'd0:    char_row = 8'b00111100;
                    3'd1:    char_row = 8'b01000010;
                    3'd2:    char_row = 8'b01011010;
                    3'd3:    char_row = 8'b01010110;
                    3'd4:    char_row = 8'b01011110;
                    3'd5:    char_row = 8'b01000000;
                    3'd6:    char_row = 8'b00111100;
                    default: char_row = 8'b00000000;
                endcase
            end
            default: char_row = 8'b00000000;
        endcase
    end
    logic char_pixel;
    assign char_pixel = char_row[7 - cell_x];
    always_comb begin
        if (filter_en) begin
            if (char_pixel) begin
                rgb565_out = {5'b00000, 6'b111111, 5'b00000};
            end else begin
                rgb565_out = {5'b00000, 6'b000010, 5'b00000};
            end
        end else begin
            rgb565_out = rgb565_in;
        end
    end
endmodule
`timescale 1ns / 1ps
module Invert_Filter #(
    parameter IMG_WIDTH  = 160,
    parameter IMG_HEIGHT = 120
) (
    input  logic       clk,
    input  logic       reset,
    input  logic [9:0] x_local,
    input  logic [9:0] y_local,
    input  logic       filter_en,
    input  logic [15:0] rgb565_in,   
    output logic [15:0] rgb565_out
);
    always_comb begin
        if (filter_en) begin
            rgb565_out = {(5'd31 - rgb565_in[15:11]),   
                          (6'd63 - rgb565_in[10:5]),    
                          (5'd31 - rgb565_in[4:0])};     
        end else begin
            rgb565_out = rgb565_in;
        end
    end
endmodule
`timescale 1ns / 1ps
module Kaleidoscope_Filter #(
    parameter IMG_WIDTH  = 160,
    parameter IMG_HEIGHT = 120,
    parameter ADDR_WIDTH = $clog2(IMG_WIDTH * IMG_HEIGHT)
) (
    input  logic       clk,
    input  logic       reset,
    input  logic [9:0] x_local,
    input  logic [9:0] y_local,
    input  logic       filter_en,
    input  logic [15:0] rgb565_in,   
    output logic [ADDR_WIDTH-1:0] read_addr,   
    input  logic [15:0] frame_buffer_data,      
    output logic [15:0] rgb565_out
);
    localparam CENTER_X = IMG_WIDTH / 2;    
    localparam CENTER_Y = IMG_HEIGHT / 2;   
    logic [9:0] dx, dy;
    assign dx = (x_local >= CENTER_X) ? (x_local - CENTER_X) : (CENTER_X - x_local);
    assign dy = (y_local >= CENTER_Y) ? (y_local - CENTER_Y) : (CENTER_Y - y_local);
    logic [9:0] source_x_raw, source_y_raw;
    assign source_x_raw = CENTER_X + dx;   
    assign source_y_raw = (dy > CENTER_Y) ? 9'd0 : (CENTER_Y - dy);   
    logic [9:0] clamped_x, clamped_y;
    assign clamped_x = (source_x_raw >= IMG_WIDTH) ? (IMG_WIDTH - 1) : source_x_raw;
    assign clamped_y = source_y_raw;   
    assign read_addr = filter_en ? ((IMG_WIDTH * clamped_y) + clamped_x) : {ADDR_WIDTH{1'b0}};
    always_comb begin
        if (filter_en) begin
            rgb565_out = frame_buffer_data;
        end else begin
            rgb565_out = rgb565_in;
        end
    end
endmodule
`timescale 1ns / 1ps
module Mosaic_Filter #(
    parameter BLOCK_SIZE = 8,
    parameter IMG_WIDTH  = 160,
    parameter IMG_HEIGHT = 120
) (
    input  logic       clk,
    input  logic       reset,
    input  logic [9:0] x_local,
    input  logic [9:0] y_local,
    input  logic       filter_en,
    input  logic [15:0] rgb565_in,   
    output logic [15:0] rgb565_out
);
    logic [9:0] block_x;
    logic [9:0] block_y;
    assign block_x = x_local / BLOCK_SIZE;
    assign block_y = y_local / BLOCK_SIZE;
    logic is_sample_point;
    assign is_sample_point = ((x_local % BLOCK_SIZE) == 0) && ((y_local % BLOCK_SIZE) == 0);
    localparam BLOCKS_X = IMG_WIDTH / BLOCK_SIZE;
    localparam BLOCKS_Y = IMG_HEIGHT / BLOCK_SIZE;
    localparam ADDR_W = $clog2(BLOCKS_X * BLOCKS_Y);
    logic [ADDR_W-1:0] mem_addr;
    assign mem_addr = (block_y * BLOCKS_X) + block_x;
    logic [15:0] save_rgb565[0:(BLOCKS_X * BLOCKS_Y)-1];
    always_ff @(posedge clk) begin
        if (filter_en && is_sample_point) begin
            save_rgb565[mem_addr] <= rgb565_in;
        end
    end
    assign rgb565_out = (filter_en) ? ((is_sample_point) ? rgb565_in : save_rgb565[mem_addr]) : rgb565_in;
endmodule
`timescale 1ns / 1ps
module Img_Filter #(
    parameter IMG_WIDTH  = 160,
    parameter IMG_HEIGHT = 120,
    parameter ADDR_WIDTH = $clog2(IMG_WIDTH * IMG_HEIGHT)
) (
    input  logic        clk,
    input  logic        reset,
    input  logic [ 3:0] filter_sel,   
    input  logic        DE,
    input  logic [ 9:0] x_pixel,
    input  logic [ 9:0] y_pixel,
    input  logic [15:0] rgb565_in,
    output logic [15:0] rgb565_out,
    output logic [ADDR_WIDTH-1:0] ext_read_addr,   
    output logic                  ext_read_en,     
    input  logic [15:0]           ext_read_data    
);
    logic [9:0] local_x;
    logic [9:0] local_y;
    logic       filter_en;
    always_comb begin
        if (x_pixel >= 320 && y_pixel >= 240) begin
            local_x   = (x_pixel - 320) >> 1;
            local_y   = (y_pixel - 240) >> 1;
            filter_en = DE;
        end else begin
            local_x   = 0;
            local_y   = 0;
            filter_en = 1'b0;
        end
    end
    logic [ADDR_WIDTH-1:0] fb_read_addr;
    logic [ADDR_WIDTH-1:0] fb_read_addr_muxed;   
    logic [15:0] fb_read_data;   
    logic fb_oe;
    assign fb_read_addr = (IMG_WIDTH * local_y) + local_x;
    assign ext_read_addr = fb_read_addr_muxed;
    assign ext_read_en = fb_oe;
    assign fb_read_data = ext_read_data;
    logic [15:0] ascii_rgb565;
    ASCII_Filter #(
        .CHAR_SIZE (8),
        .IMG_WIDTH (IMG_WIDTH),
        .IMG_HEIGHT(IMG_HEIGHT)
    ) U_ASCII_Filter (
        .clk       (clk),
        .reset     (reset),
        .x_local   (local_x),
        .y_local   (local_y),
        .filter_en (filter_en),
        .rgb565_in (rgb565_in),
        .rgb565_out(ascii_rgb565)
    );
    logic [15:0] mosaic_rgb565;
    Mosaic_Filter #(
        .BLOCK_SIZE(8),
        .IMG_WIDTH (IMG_WIDTH),
        .IMG_HEIGHT(IMG_HEIGHT)
    ) U_Mosaic_Filter (
        .clk       (clk),
        .reset     (reset),
        .x_local   (local_x),
        .y_local   (local_y),
        .filter_en (filter_en),
        .rgb565_in (rgb565_in),
        .rgb565_out(mosaic_rgb565)
    );
    logic [15:0] invert_rgb565;
    Invert_Filter #(
        .IMG_WIDTH (IMG_WIDTH),
        .IMG_HEIGHT(IMG_HEIGHT)
    ) U_Invert_Filter (
        .clk       (clk),
        .reset     (reset),
        .x_local   (local_x),
        .y_local   (local_y),
        .filter_en (filter_en),
        .rgb565_in (rgb565_in),
        .rgb565_out(invert_rgb565)
    );
    logic kaleidoscope_selected;
    assign kaleidoscope_selected = (filter_sel == 4'd8);
    logic [ADDR_WIDTH-1:0] kaleido_read_addr;
    logic [15:0] kaleidoscope_rgb565;
    Kaleidoscope_Filter #(
        .IMG_WIDTH (IMG_WIDTH),
        .IMG_HEIGHT(IMG_HEIGHT),
        .ADDR_WIDTH(ADDR_WIDTH)
    ) U_Kaleidoscope_Filter (
        .clk              (clk),
        .reset            (reset),
        .x_local          (local_x),
        .y_local          (local_y),
        .filter_en        (filter_en),
        .rgb565_in        (rgb565_in),
        .read_addr        (kaleido_read_addr),
        .frame_buffer_data(fb_read_data),
        .rgb565_out       (kaleidoscope_rgb565)
    );
    assign fb_read_addr_muxed = kaleidoscope_selected ? kaleido_read_addr : 
                                fb_read_addr;
    assign fb_oe = filter_en && kaleidoscope_selected;
    always_comb begin
        if (!filter_en) begin
            rgb565_out = rgb565_in;
        end else begin
            case (filter_sel)
                4'd2: begin   
                    rgb565_out = ascii_rgb565;
                end
                4'd4: begin   
                    rgb565_out = mosaic_rgb565;
                end
                4'd6: begin   
                    rgb565_out = invert_rgb565;
                end
                4'd8: begin   
                    rgb565_out = kaleidoscope_rgb565;
                end
                default: begin
                    rgb565_out = rgb565_in;
                end
            endcase
        end
    end
endmodule
</file>
<file path="flow/run.sh">
#!/bin/bash
# OpenROAD 26Q1-2900-gdf79404cd8, Yosys 0.63+post, stock flow scripts
make -C /OpenROAD-flow-scripts/flow DESIGN_CONFIG=/design/flow/config.mk WORK_HOME=/design/flow/orfs finish
</file>
<file path="flow/config.mk">
export PLATFORM = sky130hd
export DESIGN_NAME = Img_Filter
export DESIGN_NICKNAME = Img_Filter
export VERILOG_FILES = /design/flow/design.v
export SDC_FILE = /design/flow/constraint.sdc
export NUM_CORES = 4
export LEC_CHECK = 1
export CORE_UTILIZATION = 30
export SYNTH_MEMORY_MAX_BITS = 65536
</file>
<file path="flow/constraint.sdc">
current_design Img_Filter

set clk_period 68.4
set clk_io_pct 0.2

create_clock -name clk0 -period $clk_period [get_ports {clk}]

set non_clock_inputs [all_inputs -no_clocks]
set_input_delay [expr $clk_period * $clk_io_pct] -clock clk0 $non_clock_inputs
set_output_delay [expr $clk_period * $clk_io_pct] -clock clk0 [all_outputs]
</file>
==> out/results.txt <==
status: finished clean
syn avg cell area: 15.8 um2
H-tree depth reported by CTS: 6
CTS tree: yes
Pre-Repair DR Iteration Count: 8
Total Routing Usage GR: 18.6%
Port Buf Inserts: 89
Synth Cell Area: 224,000 um2
Min-Delay Path Class: in -> reg
crit path time final: 37.93 ns
die width: 865 um
Sw Ratio: 26.9%
critical path peak fanout: 41
Crit Path Class: in -> out
relative slew slack: 10.8%
sequential share of power: 48.7%
final WL: 667,000 um
Achievable Freq: 26.4 MHz
peak supply drop: 0.0273 mV
floorplan utilization: 30.1%
Min-Delay Endpoint: U_Mosaic_Filter.save_rgb565[283][2]$_DFFE_PP_
dpl hpwl: 400,000 um
clock share of power: 36.8%
Hold Vio Cnt, Final: 0
Synth flops: 5,700
total CTS buffers: 559
DR vias: 131,000
chip area: 748,000 um2
number of gates resized after cts: 0
I/O pins: 91
Core Box Area: 741,000 um2
setup TNS: 0 ns
number of fill cells: 68,900
Dominant flop cell: edfxtp_1
CTS root buf: clkbuf_16
clock tree sinks: 5,700
chip height: 865 um
Synth-to-Final Area Change: 14.7%
Log Warnings: 58
startpoint types: input port
DRC viols: 0
max-slew violation count: 0
CTS max path bufs: 4
post-place setup slack: 30.94 ns
Yosys Instances: 14,100
RePlAce Congestion: 0.934
switching power total: 2150 uW
Max-cap violations: 0
crit share post-route: 55.5%
YS chip area: 224,000 um2
layout cells sized above 1: 12.4%
internal cell power: 5840 uW
crit path DRT: 54.72 ns
drt via density: 5.26
WP data arrival: 24.25 ns
post-route ant nets: 0
tally of non-filler cells in the final layout: 24,900
Max Used Layer: met5
clock-pin slew on the worst setup and hold paths: 0.06 ns
area leader, netlist: edfxtp_1
synthesized instance count: 14,100
# rows: 316
Cell area leaders: edfxtp_1 (77%), nor2_1 (3.4%), mux2i_1 (3.3%)
postcts setup bufs: 0
power per cell area: 31.2 nW/um2
Post-CTS Hold Buffers: 0
WHS Path Cells: 1
pin count of the biggest net entering global routing: 136
initial antenna violation count: 36
met3 WL post-DR: 122,000 um
placed cell count: 23,900
count of library flops with an enable pin: 5,700
first-pass GRT wire length: 955,000 um
Area leader share: 76.6%
# setup viols final: 0
DR WL/cell: 26.8 um
Min-Delay Startpoint: rgb565_in[2]
GRT Residual Overflow: 0
Logic pwr share: 14.4%
Worst Setup Slack, final: 30.47 ns
M1 wire length: 221,000 um
Cell variety after synth: 101
DR iter-0 viols: 9,366
post-synthesis sequential area ratio: 76.6%
RSZ-0062 raised after global routing: false
Cell Area, Placed: 239,000 um2
cell area after layout: 256,000 um2
routed wl met2: 295,000 um
ys async rst share: 0%
CP endpoint kind: output pin
worst-margin pin slew: 1.34 ns
Ys Warns: 5
total leakage power: 0.0805 uW
number of global-route vias before repair: 136,000
[cells in the final DEF (no fill, tap or decap), drive strengths merged, types with 294 or more instances in the layout]
cell    netlist  routed
nor2       2042    2042
o22ai       645     645
mux2i       748     748
a21oi       417     417
o211ai      294     294
o221ai      515     515
nand2       618     618
clkbuf      503     713
buf         474     813
nor4        349     349
nor3        347     347
edfxtp     5700    5700
[state kept, by name (all words and copies together) (netlist names)]
register and cells:
U_Mosaic_Filter.save_rgb565 4800, U_ASCII_Filter.brightness_mem 900
[synthesized netlist by cell type, types with 45 or more instances]
master,count
edfxtp_1,5700
nor2_1,2041
mux2i_1,747
o22ai_1,645
nand2_1,617
o221ai_1,510
clkbuf_1,503
a21oi_1,414
nor4_1,348
nor3_1,344
o211ai_1,292
buf_2,244
o21ai_0,156
mux4_2,150
buf_1,136
nand3_1,126
a211oi_1,120
buf_4,80
mux2_2,80
o22a_1,75
ha_1,61
a221oi_1,53
xnor2_1,45
[logic make-up (layout without fill, tap and decap cells)]
| logic type | Yosys count | in the layout | share of synthesized area [%] |
|---|---|---|---|
| muxes | 978 | 978 | 5.27 |
| other | 1 | 45 | 0.00168 |
| and+or+nand+nor | 3605 | 3605 | 6.90 |
| xor gates and xnor gates | 65 | 65 | 0.258 |
| AOI/OAI and AO/OA | 2678 | 2678 | 8.54 |
| adders and majority gates | 71 | 71 | 0.427 |
| buffers and inverters | 1020 | 1915 | 2.03 |
| DFF | 5700 | 5700 | 76.6 |
[worst max-delay path by stage]
| stage | slack [ns] | cells past startpoint | startpoint | endpoint |
|---|---|---|---|---|
| finish | 30.47 | 26 | y_pixel[4] | rgb565_out[9] |
| CTS | 30.90 | 26 | y_pixel[4] | rgb565_out[9] |
| global route | 30.11 | 29 | y_pixel[4] | rgb565_out[6] |
[power groups by stage]
stage     logic [uW]  clock network, uW  registers (uW)
4_1_cts         1130               2980            3900
5_1_grt         1210               3110            3890
6_report        1150               2940            3900
[layer usage]
metal / up-vias / global-route usage (%)
met5: - / 2.23
li1: 57200 / -
met3: 1253 / 15.5
met4: 79 / 6.25
met1: 64700 / 20.7
met2: 7699 / 26.6
[cell type report]
cell class | instances | area, um2 | share of cell area, %
Tap cell | 9858 | 12300 | 4.81
Clock inverter | 275 | 2340 | 0.913
Multi-Input combinational cell | 7402 | 48200 | 18.8
Sequential cell | 5700 | 171000 | 66.8
Clock buffer | 713 | 14900 | 5.80
Timing Repair Buffer | 884 | 7140 | 2.78
Antenna cell | 40 | 100 | 0.0390
Inverter | 43 | 184 | 0.0717
[critical path, stage by stage]
cell	delay [ns]
clkdlybuf4s50_1	0.58
ha_1	0.32
nand3_1	0.33
o211a_4	0.50
buf_4	0.61
a21oi_4	0.03
buf_4	0.29
nand2_1	0.16
inv_1	0.18
fa_4	1.13
buf_4	0.44
buf_4	0.55
buf_4	0.54
buf_4	0.47
buf_4	0.50
buf_4	0.44
a211oi_1	0.19
nor3_1	0.51
nor3_1	0.12
a21oi_1	0.54
nor2_1	0.19
a2111oi_1	0.44
buf_4	0.21
a221oi_1	0.08
o221ai_2	0.45
clkdlybuf4s50_1	0.57
[stage by stage]
stage | utilization [%] | total power, uW | hold slack [ns]
after detailed placement | 32.2 | 5100 | 14.05
after CTS | 34.6 | 8010 | 12.89
after global placement | 32.2 | 5090 | 14.05
final | 34.6 | 7990 | 12.96
after floorplan | - | 4540 | 13.78
after global routing | 34.6 | 8220 | 12.94
Power and IR drop assume default switching activity.
