$ cat flow/config.mk
export PLATFORM = sky130hd
export DESIGN_NAME = Display_Overlay
export DESIGN_NICKNAME = Display_Overlay
export VERILOG_FILES = /design/flow/design.v
export SDC_FILE = /design/flow/constraint.sdc
export NUM_CORES = 4
export LEC_CHECK = 1
export CORE_AREA = 10 10 76 76
export DIE_AREA = 0 0 86 86
$ cat flow/constraint.sdc
current_design Display_Overlay

set clk_period 5.8
set clk_io_pct 0.2

create_clock -name clk0 -period $clk_period

set non_clock_inputs [all_inputs -no_clocks]
set_input_delay [expr $clk_period * $clk_io_pct] -clock clk0 $non_clock_inputs
set_output_delay [expr $clk_period * $clk_io_pct] -clock clk0 [all_outputs]
$ cat flow/design.v
`timescale 1ns / 1ps
module Display_Overlay #(
    parameter ROI_X_START = 10'd100,
    parameter ROI_X_END   = 10'd220,
    parameter ROI_Y_START = 10'd60,
    parameter ROI_Y_END   = 10'd180,
    parameter BOX_THICKNESS = 2'd2       
) (
    input  logic        clk,
    input  logic        reset,
    input  logic [9:0]  x_coord,
    input  logic [9:0]  y_coord,
    input  logic        display_enable,
    input  logic [3:0]  pixel_r_in,
    input  logic [3:0]  pixel_g_in,
    input  logic [3:0]  pixel_b_in,
    input  logic [1:0]  dominant_color,    
    input  logic        white_detected,    
    output logic [3:0]  pixel_r_out,
    output logic [3:0]  pixel_g_out,
    output logic [3:0]  pixel_b_out
);
    localparam [1:0] COLOR_NONE  = 2'b00;
    localparam [1:0] COLOR_RED   = 2'b01;
    localparam [1:0] COLOR_GREEN = 2'b10;
    localparam [1:0] COLOR_BLUE  = 2'b11;
    logic in_framebuffer_region;
    assign in_framebuffer_region = (x_coord < 10'd320) && (y_coord >= 10'd240) && (y_coord < 10'd480);
    logic [9:0] x_fb, y_fb;
    assign x_fb = x_coord;
    assign y_fb = y_coord - 10'd240;   
    logic on_roi_border;
    logic on_roi_left, on_roi_right, on_roi_top, on_roi_bottom;
    assign on_roi_left   = in_framebuffer_region &&
                           (x_fb >= ROI_X_START) && (x_fb < ROI_X_START + BOX_THICKNESS) && 
                           (y_fb >= ROI_Y_START) && (y_fb < ROI_Y_END);
    assign on_roi_right  = in_framebuffer_region &&
                           (x_fb >= ROI_X_END - BOX_THICKNESS) && (x_fb < ROI_X_END) && 
                           (y_fb >= ROI_Y_START) && (y_fb < ROI_Y_END);
    assign on_roi_top    = in_framebuffer_region &&
                           (y_fb >= ROI_Y_START) && (y_fb < ROI_Y_START + BOX_THICKNESS) && 
                           (x_fb >= ROI_X_START) && (x_fb < ROI_X_END);
    assign on_roi_bottom = in_framebuffer_region &&
                           (y_fb >= ROI_Y_END - BOX_THICKNESS) && (y_fb < ROI_Y_END) && 
                           (x_fb >= ROI_X_START) && (x_fb < ROI_X_END);
    assign on_roi_border = on_roi_left || on_roi_right || on_roi_top || on_roi_bottom;
    localparam INDICATOR_X = 10'd15;
    localparam INDICATOR_Y = 10'd10;
    localparam INDICATOR_SIZE = 10'd30;
    logic on_color_indicator;
    assign on_color_indicator = in_framebuffer_region &&
                                (x_fb >= INDICATOR_X) && (x_fb < INDICATOR_X + INDICATOR_SIZE) &&
                                (y_fb >= INDICATOR_Y) && (y_fb < INDICATOR_Y + INDICATOR_SIZE);
    logic [3:0] overlay_r, overlay_g, overlay_b;
    logic apply_overlay;
    always_comb begin
        overlay_r = pixel_r_in;
        overlay_g = pixel_g_in;
        overlay_b = pixel_b_in;
        apply_overlay = 1'b0;
        if (display_enable) begin
            if (on_color_indicator) begin
                if (white_detected) begin
                    overlay_r = 4'hF;
                    overlay_g = 4'hF;
                    overlay_b = 4'hF;
                end
                else begin
                    case (dominant_color)
                        COLOR_RED: begin
                            overlay_r = 4'hF;
                            overlay_g = 4'h0;
                            overlay_b = 4'h0;
                        end
                        COLOR_GREEN: begin
                            overlay_r = 4'h0;
                            overlay_g = 4'hF;
                            overlay_b = 4'h0;
                        end
                        COLOR_BLUE: begin
                            overlay_r = 4'h0;
                            overlay_g = 4'h0;
                            overlay_b = 4'hF;
                        end
                        default: begin
                            overlay_r = 4'h4;
                            overlay_g = 4'h4;
                            overlay_b = 4'h4;
                        end
                    endcase
                end
                apply_overlay = 1'b1;
            end
            else if (on_roi_border) begin
                overlay_r = 4'hF;
                overlay_g = 4'hF;
                overlay_b = 4'h0;   
                apply_overlay = 1'b1;
            end
        end
    end
    assign pixel_r_out = apply_overlay ? overlay_r : pixel_r_in;
    assign pixel_g_out = apply_overlay ? overlay_g : pixel_g_in;
    assign pixel_b_out = apply_overlay ? overlay_b : pixel_b_in;
endmodule
$ cat flow/run.sh
#!/bin/bash
# OpenROAD 26Q1-2900-gdf79404cd8, Yosys 0.63+post, stock flow scripts
make -C /OpenROAD-flow-scripts/flow DESIGN_CONFIG=/design/flow/config.mk WORK_HOME=/design/flow/orfs finish
==> flow_results.xml <==
<?xml version="1.0" encoding="UTF-8"?>
<metrics>
  <group name="floorplanning">
    <metric name="floorplan.die.height" unit="um">86</metric>
    <metric name="design.portCount" unit="">50</metric>
    <metric name="initial_utilization" unit="%">19.31</metric>
    <metric name="chipArea" unit="um^2">7396</metric>
    <metric name="core-area" unit="um^2">4115</metric>
    <metric name="fp-row-count" unit="">23</metric>
    <metric name="die_width" unit="um">86</metric>
  </group>
  <group name="synthesis">
    <metric name="ys_chip_area" unit="um^2">794.5</metric>
    <metric name="synth_area_per_cell" unit="um^2">6.849</metric>
    <metric name="post_synth_fa_ha_maj_area_fraction" unit="%">12.60</metric>
    <metric name="top_logic_kind" unit="">AND-OR/OR-AND gates</metric>
    <metric name="ys_seq_share" unit="%">0</metric>
    <metric name="ys_sh_xor" unit="%">4.252</metric>
    <metric name="mux_area_share" unit="%">0</metric>
    <metric name="post_synth_inst_count" unit="">116</metric>
    <metric name="synthAoiAreaFrac" unit="%">40.16</metric>
    <metric name="synth_warnings" unit="">1</metric>
    <metric name="synth_area" unit="um^2">794.5</metric>
    <metric name="simple_gate_share" unit="%">33.86</metric>
    <metric name="synth-cells-yosys" unit="">116</metric>
    <metric name="ys_types" unit="">44</metric>
  </group>
  <group name="power">
    <metric name="irDropWorstVdd" unit="uV">12.14</metric>
    <metric name="power.density" unit="nW/um^2">57.96</metric>
    <metric name="p_leak" unit="nW">0.4806</metric>
  </group>
  <group name="routing">
    <metric name="route.detailed.drc" unit="">0</metric>
    <metric name="drt-initial-drc-count" unit="">34</metric>
    <metric name="num_vias" unit="">1032</metric>
    <metric name="drt-total-wl" unit="mm">3.014</metric>
    <metric name="vias_per_cell" unit="">4.914</metric>
    <metric name="diodes" unit="">0</metric>
    <metric name="detailedRoute.firstPassIterationCount" unit="">4</metric>
    <metric name="drt.antenna.violating_nets" unit="">0</metric>
    <metric name="route.detailed.wl_per_inst" unit="um">14.35</metric>
  </group>
  <group name="placed_design">
    <metric name="hpwl_reported_at_the_end_of_detailed_placement" unit="mm">2.524</metric>
    <metric name="port_buffers" unit="">48</metric>
    <metric name="place.gp.congestion" unit="">0.9027</metric>
    <metric name="placed_cells" unit="">210</metric>
    <metric name="place_ws" unit="ps">462.9</metric>
  </group>
  <group name="sta">
    <metric name="max_clock_freq" unit="MHz">188.5</metric>
    <metric name="finalWorstPathRequiredPeriod" unit="ps">5306</metric>
    <metric name="grt_setup_unrepaired" unit="">false</metric>
    <metric name="slew_viol_final" unit="">0</metric>
    <metric name="finalCritPeriodShare" unit="%">91.48</metric>
    <metric name="hold_viol_final" unit="">0</metric>
    <metric name="worst_setup_slack_final" unit="ps">494.4</metric>
    <metric name="finalSetupViolations" unit="">0</metric>
    <metric name="worst-slew-pin-transition" unit="ps">410.7</metric>
    <metric name="slew_margin_rel" unit="%">72.54</metric>
    <metric name="finalSetupTns" unit="ps">0</metric>
  </group>
  <group name="critical_path">
    <metric name="worst_path_max_delay_cell" unit="">sky130_fd_sc_hd__clkdlybuf4s50_1</metric>
    <metric name="worst-setup-path-type" unit="">in2out</metric>
    <metric name="critical-path-max-stage-delay" unit="ps">640</metric>
    <metric name="timing.critical_path.to_type" unit="">output pin</metric>
    <metric name="worst_ep_arrival_time" unit="ps">4150</metric>
    <metric name="critical-path-top-cell-by-count" unit="">sky130_fd_sc_hd__clkdlybuf4s50_1</metric>
    <metric name="critical_path.max_fanout" unit="">12</metric>
    <metric name="path_cells" unit="">clkdlybuf4s50_1 -&gt; ha_1 -&gt; nand4b_1 -&gt; o21bai_2 -&gt; a22oi_2 -&gt; o2111ai_1 -&gt; a211o_1 -&gt; a221o_1 -&gt; clkdlybuf4s50_1</metric>
    <metric name="cp.required" unit="ps">4640</metric>
    <metric name="worstSetupStartpointType" unit="">input pin</metric>
  </group>
  <group name="cells_and_area">
    <metric name="layout_top_cells_excl_fill_tap" unit="">sky130_fd_sc_hd__clkdlybuf4s50_1 (48), sky130_fd_sc_hd__nor2_1 (11), sky130_fd_sc_hd__a31oi_1 (10)</metric>
    <metric name="num-clock-buffers" unit="">0</metric>
    <metric name="layout-drive-gt1-share" unit="%">3.750</metric>
    <metric name="layout_top_cell_excl_fill_tap" unit="">sky130_fd_sc_hd__clkdlybuf4s50_1</metric>
    <metric name="design.seq.count" unit="">0</metric>
    <metric name="nFillCells" unit="">441</metric>
    <metric name="fin_util" unit="%">31.83</metric>
    <metric name="area_used_by_sequential_logic_in_the_layout" unit="um^2">0</metric>
    <metric name="area_growth_syn_to_layout" unit="%">64.88</metric>
    <metric name="layout.cells.non_filler" unit="">210</metric>
  </group>
  <group name="global_route">
    <metric name="global_route_wire_length_before_repair" unit="mm">4.602</metric>
    <metric name="antenna_violations_before_repair" unit="">0</metric>
    <metric name="pin_count_of_the_biggest_net_entering_global_routing" unit="">23</metric>
    <metric name="overflow" unit="">0</metric>
    <metric name="via_count_of_the_first_global_routing_pass" unit="">936</metric>
    <metric name="grt_use_total" unit="%">7.196</metric>
  </group>
  <group name="run_status">
    <metric name="outcome" unit="">finished, final reports clean</metric>
  </group>
  <group name="clock_tree">
    <metric name="ctsHoldBuffers" unit="">0</metric>
    <metric name="post_cts_resized" unit="">0</metric>
    <metric name="post_cts_buffers" unit="">0</metric>
  </group>
  <group name="flow_run">
    <metric name="warning_count" unit="">40</metric>
    <metric name="timing.max_cap.violations" unit="">0</metric>
  </group>
  <group name="min_path">
    <metric name="timing.hold.worst.class" unit="">in2out</metric>
  </group>
</metrics>
## final timing paths
| path | cells after the start | to | start | slack, ps |
|---|---|---|---|---|
| hold / removal | 3 | pixel_b_out[2] | pixel_b_in[2] | 3330 |
| setup / recovery | 9 | pixel_b_out[3] | y_coord[5] | 490 |
## area by class of cell
cell class                 instances  area (um^2)  share of cell area (%)
multi-input combinational        102        721.9                   55.11
timing repair buffer              50        495.5                   37.82
tap                               50        62.56                   4.776
inverter                           8        30.03                   2.292
## metrics by stage
| step | power [mW] | cell area [um^2] | hold WS [ps] |
|---|---|---|---|
| CTS | 0.07651 | 1310 | 3342 |
| floorplan | 0.02796 | 794.5 | 2412 |
| global route | 0.08320 | 1310 | 3378 |
| detailed placement | 0.07610 | 1310 | 3337 |
| global placement | 0.07606 | 1310 | 3335 |
| finish | 0.07592 | 1310 | 3327 |
## cells in the mapped netlist, drive strengths merged
| cell | count | area [um^2] |
|---|---|---|
| nand4 | 1 | 6.260 |
| or4 | 1 | 7.510 |
| a21boi | 1 | 7.510 |
| o2bb2ai | 1 | 8.760 |
| o21bai | 1 | 11.26 |
| or3 | 4 | 25.02 |
| nand3 | 5 | 25.02 |
| and4 | 1 | 10.01 |
| and3 | 4 | 25.02 |
| nand4b | 3 | 26.28 |
| and2 | 1 | 6.260 |
| nor4b | 1 | 8.760 |
| a211o | 2 | 17.52 |
| xor2 | 1 | 8.760 |
| o22ai | 8 | 50.05 |
| clkbuf | 1 | 3.750 |
| o311a | 1 | 10.01 |
| o211ai | 2 | 15.01 |
| a41o | 1 | 10.01 |
| a221oi | 1 | 8.760 |
| xnor2 | 2 | 25.03 |
| a22oi | 2 | 20.02 |
| o32ai | 2 | 17.52 |
| nor3 | 4 | 20.02 |
| o21ai | 3 | 15.01 |
| nor2 | 11 | 41.29 |
| buf | 5 | 38.78 |
| a21oi | 2 | 10.01 |
| a221o | 3 | 30.03 |
| inv | 8 | 30.03 |
| and4b | 1 | 10.01 |
| o2111ai | 2 | 17.52 |
| and3b | 2 | 17.52 |
| nand2 | 7 | 26.28 |
| a211oi | 1 | 7.510 |
| a31oi | 10 | 62.56 |
| nor3b | 1 | 7.510 |
| nand2b | 1 | 6.260 |
| ha | 8 | 100.1 |
## layer usage
metal,vias to the layer above,track usage [%],share of wire (%)
li1,554,-,-
met1,451,9.503,45
met2,27,12.37,48
met3,0,1.525,6.5
met4,0,0,0
met5,-,0,0
## power by group
| part | leakage (nW) | internal [mW] | total [mW] | switching [mW] |
|---|---|---|---|---|
| logic | 0.481 | 0.0466 | 0.0759 | 0.0294 |
| registers | 0 | 0 | 0 | 0 |
| clock network | 0 | 0 | 0 | 0 |
## critical path, delay by kind of cell
family,cells,cell delay (ps)
AND-OR/OR-AND,5,1450
buffers and inverters,2,1060
adder cells (fa/ha/maj),1,340
AND/OR/NAND/NOR,1,140
## kinds of logic (layout without fill, tap and decap cells)
kind of cell,after synthesis,in the layout
AOI/OAI and AO/OA,43,43
xor gates and xnor gates,3,3
adders and majority gates,8,8
buffers and inverters,14,58
and+or+nand+nor,48,48
Power is estimated from default activity; no workload was simulated.
